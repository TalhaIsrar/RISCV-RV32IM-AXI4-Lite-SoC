--- ./config.mk ---
export PLATFORM = sky130hd
export DESIGN_NAME = data_memory
export DESIGN_NICKNAME = data_memory
export VERILOG_FILES = /design/flow/design.v
export SDC_FILE = /design/flow/constraint.sdc
export NUM_CORES = 4
export LEC_CHECK = 1
export CORE_UTILIZATION = 50
export SYNTH_MEMORY_MAX_BITS = 65536
--- ./constraint.sdc ---
current_design data_memory

set clk_period 23.6
set clk_io_pct 0.2

create_clock -name clk0 -period $clk_period [get_ports {clk}]

set non_clock_inputs [all_inputs -no_clocks]
set_input_delay [expr $clk_period * $clk_io_pct] -clock clk0 $non_clock_inputs
set_output_delay [expr $clk_period * $clk_io_pct] -clock clk0 [all_outputs]
--- ./design.v ---
interface axi4_lite_if
  #( parameter ADDR_WIDTH = 32, parameter DATA_WIDTH = 32 );
    logic [ADDR_WIDTH -1:0] AWADDR;
    logic                  AWVALID;
    logic                  AWREADY;
    logic [DATA_WIDTH-1:0] WDATA;
    logic [DATA_WIDTH/8-1:0] WSTRB;
    logic                  WVALID;
    logic                  WREADY;
    logic [1:0]            BRESP;
    logic                  BVALID;
    logic                  BREADY;
    logic [ADDR_WIDTH-1:0] ARADDR;
    logic                  ARVALID;
    logic                  ARREADY;
    logic [DATA_WIDTH-1:0] RDATA;
    logic [1:0]            RRESP;
    logic                  RVALID;
    logic                  RREADY;
endinterface
module data_memory (
    input clk,
    input rst,
    input mem_write,        
    input [3:0] byte_en,
    input [11:0] write_addr,
    input [11:0] read_addr,
    input [31:0] write_data,
    output reg [31:0] read_data
);
    (* ram_style = "block" *) reg [31:0] mem [0:255];
    always @(posedge clk) begin
        read_data <= mem[read_addr];
    end
    always @(posedge clk) begin
        if (mem_write) begin
            if (byte_en[0]) mem[write_addr][7:0]   <= write_data[7:0];
            if (byte_en[1]) mem[write_addr][15:8]  <= write_data[15:8];
            if (byte_en[2]) mem[write_addr][23:16] <= write_data[23:16];
            if (byte_en[3]) mem[write_addr][31:24] <= write_data[31:24];
        end
    end
endmodule
--- ./run.sh ---
#!/bin/bash
# OpenROAD 26Q1-2900-gdf79404cd8, Yosys 0.63+post, stock flow scripts
make -C /OpenROAD-flow-scripts/flow DESIGN_CONFIG=/design/flow/config.mk WORK_HOME=/design/flow/orfs finish
==> flow_metrics.py <==
# Flow results
metrics = {
    "timing": {
        "timing_max_transition_violations_final": 0,
        "timing_worst_slew_pin_value_ns": 1.29,
        "tns_ns": 0,
        "fmax_mhz": 84.6,
        "finClkSkew_ns": 0.0558,
        "setup_repair_after_global_routing_missed_its_margin": "no",
        "min_period_over_period_pct": 50.1,
        "slew-limit-headroom_pct": 13.0,
        "fin_crit_ns": 11.82,
        "final_hold_viol_count": 0,
        "finalHoldWorstSlack_ns": 1.02,
        "final-setup-viol-count": 0,
    },
    "run_status": {
        "status": "finished clean",
    },
    "logic_synthesis": {
        "synth-edff-count": 8192,
        "netlist-cell-type-count": 68,
        "mappedNetlistArea_sq_um": 319000,
        "ff_type": "edfxtp_1",
        "postSynthRegisterBits": 8224,
        "synth-area-yosys_sq_um": 319000,
        "post_synth.cell_area_avg_sq_um": 20.5,
        "netlist_instances": 15600,
        "yosys_warnings": 1,
        "synth_async_sr_flop_share_pct": 0,
        "postSynthSeqShare_pct": 77.2,
        "ys_cells": 15600,
    },
    "clock_tree": {
        "ctsRootBufferMaster": "clkbuf_16",
        "clockBufferDepth": 4,
        "cts_buffers": 809,
        "clock_tree_from_tritoncts": "done",
        "post-cts-setup-buffers": 0,
        "cts-hold-fix-buffers": 0,
        "clkLatencyLatePin_ns": 1.18,
        "tritoncts_num_sinks": 8224,
        "cts_resized": 0,
        "htree_levels": 6,
        "clkSlewWorstSetupHoldPaths_ns": 0.06,
    },
    "detailed_routing": {
        "drt.antenna.violating_nets": 0,
        "remaining_drc_errors": 0,
        "dr.pass1.iters": 7,
        "num_vias": 160000,
        "iteration_0_drc_markers": 11400,
        "detail_route.wirelength_mm": 965,
        "drt-wirelength-per-cell_um": 37.6,
        "post_drt_via_cell_ratio": 6.25,
    },
    "critical_path": {
        "worst_r2r_path_depth": 8,
        "cp_data_arrival_time_ns": 12.84,
        "crit_path_max_fanout": 64,
        "timing_worst_setup_path_type": "in2reg",
        "critPathCaptureType": "flop",
        "critPathLaunchType": "input port",
        "crit_required_ns": 24.62,
    },
    "floorplanning": {
        "chip_area_sq_um": 642000,
        "rows": 293,
        "coreArea_sq_um": 636000,
        "y_dimension_of_the_die_um": 801,
        "fp-utilization_pct": 50.2,
        "chipWidth_um": 801,
        "boundaryPins": 95,
    },
    "global_routing": {
        "number_of_antenna_violations_at_the_first_check_in_global_routing": 92,
        "grt_pass1_vias": 171000,
        "grt_overflow": 0,
        "grt.total_usage_pct": 34.1,
        "grt_first_pass_wirelength_mm": 1330,
        "grt_max_degree": 129,
    },
    "flow_run": {
        "max_cap_violations": 0,
        "warnings": 54,
    },
    "cells_and_area": {
        "final_util_pct": 56.4,
        "fraction_of_layout_instances_using_a_drive_strength_above_1_pct": 21.7,
        "layout-area-overhead-vs-synth_pct": 12.4,
        "layout_top_cells_excl_fill_tap": "8192 x edfxtp_1, 1537 x mux4_2, 1262 x mux2i_1",
        "final_layout_top_logic_cell": "edfxtp_1",
    },
    "pwr": {
        "power_leakage_nw": 114,
        "power_switching_mw": 6.57,
        "power.ir.vdd_worst_uv": 91.2,
        "cell_internal_pwr_mw": 23.5,
        "power.share.sequential_pct": 53.6,
        "power_switching_share_pct": 21.8,
        "power.density_cell_area_nw_per_um2": 83.8,
        "pwr-share-clk_pct": 41.4,
        "share_comb_of_total_power_pct": 5.1,
        "power_mw": 30.1,
    },
    "worst_hold_path": {
        "whs_path_depth": 4,
        "hp-class": "reg2reg",
    },
    "placed_design": {
        "buffer_ports.inserted": 85,
        "globalplace.congestion": 0.983,
        "hpwl_mm": 636,
    },
}
[state kept, by name (all words and copies together) (netlist names)]
register and flops:
mem 8192, read_data 32
[worst max-delay path, cell delays in order]
cell and delay, ns:
buf_16 0.30, buf_4 0.44, buf_12 0.46, buf_4 0.66
buf_4 0.68, buf_4 0.71, buf_4 0.69, buf_4 0.57
buf_4 0.53, mux4_2 0.62, a22o_1 0.25, a221oi_1 0.53
o22ai_1 0.16, nor3_1 0.70, buf_4 0.31, nor4b_2 0.07
[synth_stat cells (21+ instances only)]
| cell | number | area (sq um) |
|---|---|---|
| a2111oi_0 | 64 | 561 |
| inv_1 | 28 | 105 |
| nor2b_1 | 56 | 350 |
| o221ai_1 | 280 | 2450 |
| a221oi_1 | 155 | 1360 |
| buf_4 | 111 | 833 |
| nand4_1 | 67 | 419 |
| dfxtp_1 | 32 | 641 |
| nand3_1 | 21 | 105 |
| nand2_1 | 503 | 1890 |
| nor2_1 | 1157 | 4340 |
| o21ai_0 | 89 | 445 |
| a21oi_1 | 170 | 851 |
| a211oi_1 | 76 | 571 |
| o211ai_1 | 82 | 616 |
| nor4_1 | 57 | 357 |
| mux2i_1 | 1262 | 12600 |
| a31oi_1 | 36 | 225 |
| a22o_1 | 42 | 368 |
| buf_2 | 177 | 886 |
| buf_1 | 72 | 270 |
| clkbuf_1 | 462 | 1730 |
| o22ai_1 | 215 | 1350 |
| or4_1 | 28 | 210 |
| mux4_2 | 1537 | 34600 |
| buf_6 | 144 | 1620 |
| nor3_1 | 182 | 911 |
| edfxtp_1 | 8192 | 246000 |
| a22oi_1 | 91 | 683 |
| a221o_1 | 25 | 250 |
[cell families (layout without fill, tap and decap cells)]
logic type | count (synthesis) | in the layout | synth area share [%]
AND-OR/OR-AND | 1424 | 1424 | 3.33
buffers and inverters | 1009 | 2537 | 1.78
flip-flops | 8224 | 8224 | 77.2
multiplexers | 2807 | 2807 | 14.8
other | 0 | 132 | 0
AND/OR/NAND/NOR | 2137 | 2137 | 2.85
[layout make-up]
| class | count | area [sq um] |
|---|---|---|
| clock inverters | 471 | 4090 |
| fillers | 46500 | 278000 |
| well taps | 8407 | 10500 |
| flip-flops and latches | 8224 | 247000 |
| clock buffers | 1026 | 21300 |
| diodes | 132 | 330 |
| repair buffers | 1011 | 8240 |
| inverters | 29 | 124 |
| multi-input cells | 6368 | 67600 |
[power groups by stage]
stage / clock network [mW] / logic (mW) / registers [mW]
6_report: 12.4 / 1.52 / 16.1
5_1_grt: 13.1 / 1.61 / 16.1
4_1_cts: 12.6 / 1.52 / 16.1
[metrics by stage]
stage / instances / setup slack (ns) / cell area, sq um
2_1_floorplan: 15600 / 16.42 / 319000
3_3_place_gp: 24000 / 10.26 / 333000
3_5_place_dp: 24000 / 10.23 / 333000
4_1_cts: 25500 / 11.48 / 359000
5_1_grt: 25600 / 11.13 / 359000
6_report: 25700 / 11.78 / 359000
[metal layers]
layer / part of all wire, % / global-route usage, % / vias to the layer above
met5: 0.79 / 9.85 / -
met2: 44 / 45.0 / 10300
met1: 29 / 41.1 / 81300
met3: 20 / 29.6 / 1831
li1: - / - / 66900
met4: 5.2 / 13.4 / 150
[path summary, 6_finish.rpt]
path / start / end / slack (ns)
worst max-delay path: read_addr[0] / read_data[18] / 11.78
worst max register to register: mem[113][19] / read_data[19] / 19.48
worst min-delay path: mem[34][0] / read_data[0] / 1.02
worst min register to register: mem[34][0] / read_data[0] / 1.02
Power and IR drop assume default switching activity.
