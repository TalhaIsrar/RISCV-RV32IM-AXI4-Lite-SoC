**design/flow/config.mk**
```make
export PLATFORM = sky130hd
export DESIGN_NAME = data_mem
export DESIGN_NICKNAME = data_mem
export VERILOG_FILES = /design/flow/design.v
export SDC_FILE = /design/flow/constraint.sdc
export NUM_CORES = 4
export LEC_CHECK = 1
export CORE_UTILIZATION = 50
export SYNTH_MEMORY_MAX_BITS = 65536
```
**design/flow/design.v**
```verilog
interface axi4_lite_if
  #( parameter ADDR_WIDTH = 32, parameter DATA_WIDTH = 32 );
    logic [ADDR_WIDTH -1:0] AWADDR;
    logic                  AWVALID;
    logic                  AWREADY;
    logic [DATA_WIDTH-1:0] WDATA;
    logic [DATA_WIDTH/8-1:0] WSTRB;
    logic                  WVALID;
    logic                  WREADY;
    logic [1:0]            BRESP;
    logic                  BVALID;
    logic                  BREADY;
    logic [ADDR_WIDTH-1:0] ARADDR;
    logic                  ARVALID;
    logic                  ARREADY;
    logic [DATA_WIDTH-1:0] RDATA;
    logic [1:0]            RRESP;
    logic                  RVALID;
    logic                  RREADY;
endinterface
module data_mem (
    input clk,
    input rst,
    input mem_write,        
    input [1:0] store_type,  
    input [2:0] load_type,   
    input [11:0] addr,
    input [31:0] write_data,
    output reg [31:0] read_data
);
    (* ram_style = "block" *) reg [31:0] mem [0:255];
    wire [9:0] word_addr = addr[11:2];
    wire [1:0] byte_offset = addr[1:0];
    reg [31:0] read_data_word;
    reg [2:0] load_type_r;
    reg [1:0] byte_offset_r;
    always @(posedge clk) begin
        read_data_word <= mem[word_addr];
    end
    always @(posedge clk) begin
        load_type_r   <= load_type;
        byte_offset_r <= addr[1:0];  
    end
    always @(posedge clk) begin
        if (mem_write) begin
            case (store_type)
                2'b00: begin  
                    if (byte_offset == 2'b00) mem[word_addr][7:0]   <= write_data[7:0];
                    if (byte_offset == 2'b01) mem[word_addr][15:8]  <= write_data[7:0];
                    if (byte_offset == 2'b10) mem[word_addr][23:16] <= write_data[7:0];
                    if (byte_offset == 2'b11) mem[word_addr][31:24] <= write_data[7:0];
                end
                2'b01: begin  
                    if (byte_offset[1] == 1'b0) mem[word_addr][15:0]  <= write_data[15:0];
                    else                       mem[word_addr][31:16] <= write_data[15:0];
                end
                2'b10: begin  
                    mem[word_addr] <= write_data;
                end
            endcase
        end
    end
    always @(*) begin
        case (load_type_r)
            3'b000: begin  
                case (byte_offset_r)
                    2'b00: read_data = {{24{read_data_word[7]}},  read_data_word[7:0]};
                    2'b01: read_data = {{24{read_data_word[15]}}, read_data_word[15:8]};
                    2'b10: read_data = {{24{read_data_word[23]}}, read_data_word[23:16]};
                    2'b11: read_data = {{24{read_data_word[31]}}, read_data_word[31:24]};
                    default: read_data = 32'h00000000;
                endcase
            end
            3'b001: begin  
                if (byte_offset_r[1] == 1'b0) read_data = {{16{read_data_word[15]}}, read_data_word[15:0]};
                else                        read_data = {{16{read_data_word[31]}}, read_data_word[31:16]};
            end
            3'b010: begin  
                read_data = read_data_word;
            end
            3'b011: begin  
                case (byte_offset_r)
                    2'b00: read_data = {24'h0, read_data_word[7:0]};
                    2'b01: read_data = {24'h0, read_data_word[15:8]};
                    2'b10: read_data = {24'h0, read_data_word[23:16]};
                    2'b11: read_data = {24'h0, read_data_word[31:24]};
                    default: read_data = 32'h00000000;
                endcase
            end
            3'b100: begin  
                if (byte_offset_r[1] == 1'b0) read_data = {16'h0, read_data_word[15:0]};
                else                        read_data = {16'h0, read_data_word[31:16]};
            end
            default: read_data = read_data_word;
        endcase
    end
endmodule
```
**design/flow/constraint.sdc**
```tcl
current_design data_mem

set clk_period 33.3
set clk_io_pct 0.2

create_clock -name clk0 -period $clk_period [get_ports {clk}]

set non_clock_inputs [all_inputs -no_clocks]
set_input_delay [expr $clk_period * $clk_io_pct] -clock clk0 $non_clock_inputs
set_output_delay [expr $clk_period * $clk_io_pct] -clock clk0 [all_outputs]
```
**design/flow/run.sh**
```bash
#!/bin/bash
# OpenROAD 26Q1-2900-gdf79404cd8, Yosys 0.63+post, stock flow scripts
make -C /OpenROAD-flow-scripts/flow DESIGN_CONFIG=/design/flow/config.mk WORK_HOME=/design/flow/orfs finish
```
==> summary.rpt <==
=== SYNTHESIS / PLACE & ROUTE SUMMARY ===
----------------------------------------------------
[Status]
  Run status ........................ completed

[Yosys]
  YS warnings ........................ 1
  Mapped Cells ........................ 14400
  Flop and latch count out of synthesis ........................ 8229
  Chip area in the Yosys report ........................ 315000 um2
  Yosys cell count ........................ 14400
  Async SR Flop Fraction ........................ 0
  Leading post-synthesis cells by cell area ........................ edfxtp_1 (78%), mux4_2 (15%), a22oi_1 (2.4%), nor2_1 (1.3%), a21oi_1 (0.84%)
  Portion of synthesized cell area occupied by the leading cell type ........................ 0.782
  Most instantiated flip-flop cell in the synthesis netlist ........................ edfxtp_1
  Post-synth tally of flip-flops with integrated enable ........................ 8192
  Synth top cells by count ........................ edfxtp_1 (8192), mux4_2 (2049), nor2_1 (1090)
  Unique cell type count in the Yosys netlist ........................ 33
  Yosys top cell by area ........................ edfxtp_1
  Cell with the most instances after synthesis ........................ edfxtp_1
  Mapped Area ........................ 315000 um2
  Sequential fraction of the synthesis area ........................ 0.784
  Synthesized area per cell ........................ 21.8 um2

[Final timing]
  Minimum clock period ........................ 12360 ps
  Fmax achieved ........................ 0.0809 GHz
  Slew Limit Fails ........................ 0
  Setup repair after global routing missed its margin ........................ false
  Period Utilization, post-route ........................ 0.371
  Worst max-slew margin expressed relative to the limit ........................ 0.0999
  Slew at the pin with the worst max-slew slack ........................ 1350 ps
  Setup-violating endpoint count in the final report ........................ 0
  Setup skew after layout ........................ 32.1 ps
  WHS ........................ 944 ps
  Setup Total Neg Slack ........................ 0 ps
  Final number of hold-violating endpoints ........................ 0

[Critical path]
  Arrival time of the worst setup path ........................ 13360 ps
  Worst setup SP type ........................ input pin
  Classification of the worst setup path ........................ input pin to flip-flop
  Crit-path max FO ........................ 82
  Required time of the critical path ........................ 34300 ps
  Endpoint class of the critical path ........................ flip-flop

[Clock tree]
  Maximum level of the CTS H-tree ........................ 6
  CTS clk-pin slew, worst paths ........................ 60 ps
  Buffer count from post-CTS setup fixing ........................ 0
  Clock root buffer ........................ clkbuf_16
  Clock buffer count from CTS ........................ 795
  Resized Gates After CTS ........................ 0
  Clock buffer depth ........................ 4
  TritonCTS clock tree ........................ built
  Clk latency late pin ........................ 1140 ps
  Cts-stage hold buffer count ........................ 0
  Number of clock sinks seen by CTS ........................ 8229

[Route]
  Routed Wire Length ........................ 827 mm
  DR vias/cell ........................ 6.22
  Routed wire per std cell ........................ 34.5 um
  Remaining routing DRC violations ........................ 0
  Detailed-router iteration count before antenna repair ........................ 8
  Via count of the routed design ........................ 149000
  DRT iter0 DRCs ........................ 10400
  Count of nets left with antenna violations after detail routing ........................ 0

[Placement]
  IO buf count ........................ 80
  Placer congestion estimate ........................ 0.987
  HPWL after DPL ........................ 555 mm
  Placed cell count ........................ 22400

[Die]
  Core area ........................ 625000 um2
  Chip footprint ........................ 632000 um2
  Horizontal die dimension ........................ 795 um
  Number of top-level pins ........................ 84
  Die height ........................ 795 um
  Starting density of the core ........................ 0.503
  Placement Rows ........................ 290

[Global routing]
  Total routing usage reported by global routing ........................ 0.299
  Total global routing overflow ........................ 0
  First-pass GRT wire length ........................ 1170 mm
  Number of antenna violations at the first check in global routing ........................ 33
  Vias in the first global route ........................ 169000
  Largest net degree at the start of global routing ........................ 132

[Power and ir drop]
  Static power due to leakage ........................ 108 nW
  Power density over cell area ........................ 60.3 nW/um2
  Highest ir drop seen on vdd ........................ 0.0606 mV
  Total chip power ........................ 21.2 mW

[Layout]
  Comb. cell area ........................ 64800 um2
  Filler instances ........................ 44000
  Final instance count without filler cells ........................ 23900
  Utilization after layout ........................ 0.564
  Fraction of final layout cells sized beyond drive strength 1 ........................ 0.245
  Total area of sequential cells ........................ 247000 um2
  Area growth syn-to-layout ........................ 12.0%

[Worst hold path]
  HP Class ........................ flip-flop to flip-flop

[Run]
  Tool warnings ........................ 65
  Max-cap violations ........................ 0

----------------------------------------------------
[area by class of cell]
class / count / share of cell area
clock inverters: 475 / 0.0117
inverters: 2 / 0.0000213
diodes: 66 / 0.000469
multi-input cells: 5252 / 0.184
clock buffers: 978 / 0.0595
flip-flops and latches: 8229 / 0.700
repair buffers: 614 / 0.0147
well taps: 8322 / 0.0296
[critical path, cell delays in order]
cell	delay, ps
buf_16	380
buf_4	620
buf_4	680
buf_4	460
buf_4	600
buf_4	730
buf_4	620
buf_4	690
mux4_2	400
a22oi_1	320
a21oi_1	130
o41ai_1	410
buf_4	240
nand4_1	100
[cells by family after synthesis]
| group | after synthesis | synth area share |
|---|---|---|
| simple gates | 1464 | 0.0180 |
| flops | 8229 | 0.784 |
| xor+xnor | 1 | 0.0000279 |
| mux | 2077 | 0.148 |
| buf+inv | 917 | 0.0128 |
| compound gates | 1710 | 0.0371 |
[flip-flops by register name (all words and copies together) (netlist names)]
signal and flops:
mem 8192, read_data_word 32, load_type_r 3, byte_offset_r 2
[metrics by stage]
| stage | setup slack [ps] | cell area, um2 |
|---|---|---|
| detailed placement | 19670 | 327000 |
| global route | 20390 | 352000 |
| global placement | 19740 | 327000 |
| finish | 20940 | 352000 |
| CTS | 20870 | 352000 |
| floorplan | 17540 | 315000 |
[final timing paths]
kind | start | to | slack, ps | cells past startpoint
max | addr[3] | read_data_word[31] | 20940 | 14
min | mem[8][11] | read_data_word[11] | 940 | 5
max reg2reg | mem[252][4] | read_data_word[4] | 30020 | 5
min reg2reg | mem[8][11] | read_data_word[11] | 940 | 5
[layout by cell type, fill, tap and decap left out, drive strengths merged, types with 2 or more instances in the layout]
| cell | instances |
|---|---|
| edfxtp | 8192 |
| mux4 | 2049 |
| nor2 | 1090 |
| a22oi | 1024 |
| clkbuf | 978 |
| buf | 544 |
| a21oi | 529 |
| clkinv | 363 |
| nand2 | 299 |
| o41ai | 128 |
| clkdlybuf4s50 | 70 |
| diode | 66 |
| bufinv | 61 |
| dfxtp | 37 |
| nand4 | 32 |
| inv | 28 |
| clkinvlp | 25 |
| mux2 | 18 |
| nor2b | 14 |
| nand2b | 11 |
| mux2i | 10 |
| nor3 | 9 |
| o21ai | 9 |
| o22a | 8 |
| o22ai | 7 |
| and2 | 3 |
| nand3 | 2 |
| a32oi | 2 |
| a21boi | 2 |
| or2 | 2 |
[where the power goes]
| group | switching, mW | internal, mW | leakage [nW] | total [mW] |
|---|---|---|---|---|
| Sequential | 0.0162 | 11.5 | 74.2 | 11.5 |
| Combinational | 0.740 | 0.341 | 21.1 | 1.08 |
| Clock | 3.73 | 4.93 | 12.3 | 8.66 |
[metal layers]
metal	vias to the layer above	wire [um]	GRT usage
met5	-	1770	0.0222
met4	19	57200	0.143
met3	1677	135000	0.218
met2	9476	403000	0.438
met1	75700	230000	0.333
li1	62100	-	-
Power figures rest on the tool's default switching activity, not on a simulated workload.
