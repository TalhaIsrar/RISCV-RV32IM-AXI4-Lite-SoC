`/design/flow/config.mk`:
```
export PLATFORM = sky130hd
export DESIGN_NAME = btb
export DESIGN_NICKNAME = btb
export VERILOG_FILES = /design/flow/design.v
export SDC_FILE = /design/flow/constraint.sdc
export NUM_CORES = 4
export LEC_CHECK = 1
export CORE_UTILIZATION = 30
```
`/design/flow/constraint.sdc`:
```
current_design btb

set clk_period 16.6
set clk_io_pct 0.2

create_clock -name clk0 -period $clk_period [get_ports {clk}]

set non_clock_inputs [all_inputs -no_clocks]
set_input_delay [expr $clk_period * $clk_io_pct] -clock clk0 $non_clock_inputs
set_output_delay [expr $clk_period * $clk_io_pct] -clock clk0 [all_outputs]
```
`/design/flow/design.v`:
```
interface axi4_lite_if
  #( parameter ADDR_WIDTH = 32, parameter DATA_WIDTH = 32 );
    logic [ADDR_WIDTH -1:0] AWADDR;
    logic                  AWVALID;
    logic                  AWREADY;
    logic [DATA_WIDTH-1:0] WDATA;
    logic [DATA_WIDTH/8-1:0] WSTRB;
    logic                  WVALID;
    logic                  WREADY;
    logic [1:0]            BRESP;
    logic                  BVALID;
    logic                  BREADY;
    logic [ADDR_WIDTH-1:0] ARADDR;
    logic                  ARVALID;
    logic                  ARREADY;
    logic [DATA_WIDTH-1:0] RDATA;
    logic [1:0]            RRESP;
    logic                  RVALID;
    logic                  RREADY;
endinterface
module btb(
    input clk,
    input rst,
    input [31:0] pc,
    input [31:0] update_pc,
    input update,
    input [31:0] update_target,
    input mispredicted,
    output [31:0] target_pc,
    output valid,
    output predictedTaken
);
    wire [2:0] read_index;
    wire [26:0] read_tag;
    wire [127:0] read_set;
    wire [2:0] update_index;
    wire [26:0] update_tag;
    wire [127:0] update_set;  
    wire [127:0] write_set;
    wire [7:0] LRU, next_LRU;
    wire next_LRU_read;
    wire next_LRU_write;
    reg reg_file_write;
    reg [127:0] reg_write_set;
    reg [2:0] reg_write_index;
    always @(posedge clk or posedge rst) begin
        if (rst) begin
            reg_file_write <= 0;
            reg_write_set <= 0;
            reg_write_index <= 0;
        end else begin
            reg_file_write <= update;   
            reg_write_set <= write_set;
            reg_write_index <= update_index;
        end
    end
    assign read_index = pc[4:2];
    assign read_tag = pc[31:5];
    assign update_index = update_pc[4:2];
    assign update_tag = update_pc[31:5];
    lru_reg lru_reg_inst(
        .clk(clk),
        .rst(rst),
        .LRU_updated(next_LRU),
        .LRU(LRU)
    );
    btb_file btb_file_inst(
        .clk(clk),
        .read_index(read_index),
        .update_index(update_index),
        .write_index(reg_write_index),
        .write_set(reg_write_set),
        .write_en(reg_file_write),
        .read_set(read_set),
        .update_set(update_set)
    );
    btb_read btb_read_inst(
        .read_set(read_set),
        .LRU(LRU),
        .read_tag(read_tag),
        .read_index(read_index),
        .next_LRU_read(next_LRU_read),
        .valid(valid),
        .predictedTaken(predictedTaken),
        .target(target_pc)
    );
    btb_write btb_write_inst(
        .update_set(update_set),
        .LRU(LRU),
        .update_tag(update_tag),
        .update_index(update_index),
        .update_target(update_target),
        .mispredicted(mispredicted),
        .write_set(write_set),
        .next_LRU_write(next_LRU_write)
    );
    lru_next lru_next_inst(
        .index(read_index),
        .update_index(update_index),
        .update_lru_read(next_LRU_read),
        .update_lru_write(next_LRU_write),
        .valid(valid),
        .update(update),
        .LRU(LRU),
        .next_LRU(next_LRU)
    );
endmodule
module btb_file (
    input clk,
    input [2:0] read_index,  
    input [2:0] update_index,
    input [2:0] write_index,
    input [127:0] write_set,
    input write_en,
    output wire [127:0] read_set,
    output wire [127:0] update_set  
);
    reg [127:0] file [7:0];
    integer i;
    initial begin
        for (i = 0; i < 8; i = i + 1)
            file[i] = 128'h0;
    end
    always @(posedge clk) begin
        if (write_en)
            file[write_index] <= write_set;
    end
    assign update_set = file[update_index];
    assign read_set = ((read_index == write_index) && write_en) ? write_set : file[read_index];
endmodule
module btb_read(
    input [127:0] read_set,
    input [7:0] LRU,
    input [26:0] read_tag,
    input [2:0] read_index,
    output next_LRU_read,
    output valid,
    output predictedTaken,
    output [31:0] target
);
    wire current_LRU_read;
    wire [63:0] branch1, branch2;
    wire valid1, valid2;
    wire [26:0] tag1, tag2;
    wire [31:0] target1, target2;
    wire [1:0] state1, state2;
    wire check_branch1, check_branch2;
    wire [1:0] current_state;
    assign branch1 = read_set[127:64];
    assign branch2 = read_set[63:0];
    assign valid1 = branch1[63];
    assign valid2 = branch2[63];
    assign tag1 = branch1[62:36];
    assign tag2 = branch2[62:36];
    assign target1 = branch1[35:4];
    assign target2 = branch2[35:4];
    assign state1 = branch1[3:2];
    assign state2 = branch2[3:2];
    assign check_branch1 = valid1 && (read_tag == tag1);
    assign check_branch2 = valid2 && (read_tag == tag2);
    assign valid = check_branch1 || check_branch2;
    assign target = check_branch1 ? target1 : target2;
    assign current_state = check_branch1 ? state1 : (
                           check_branch2 ? state2 : 2'b00);
    assign predictedTaken = current_state[1];
    assign current_LRU_read = LRU[read_index];
    assign next_LRU_read = valid ? check_branch2 : current_LRU_read;
endmodule
module btb_write(
    input [127:0] update_set,
    input [7:0] LRU,
    input [26:0] update_tag,
    input [2:0] update_index,
    input [31:0] update_target,
    input mispredicted,
    output [127:0] write_set,
    output next_LRU_write
);
    wire current_LRU_write;
    wire [63:0] branch1, branch2;
    wire valid1, valid2;
    wire [26:0] tag1, tag2;
    wire [31:0] target1, target2;
    wire [1:0] state1, state2;
    wire write_valid1, write_valid2;
    wire [26:0] write_tag1, write_tag2;
    wire [31:0] write_target1, write_target2;
    wire check_branch1, check_branch2;
    wire entry_exists;
    wire insert_branch1, insert_branch2;
    wire take_branch1, take_branch2;
    wire [1:0] current_state_branch1, current_state_branch2;
    wire [1:0] next_state_branch1, next_state_branch2;
    wire [1:0] write_state1, write_state2;
    assign branch1 = update_set[127:64];
    assign branch2 = update_set[63:0];
    assign valid1 = branch1[63];
    assign valid2 = branch2[63];
    assign tag1 = branch1[62:36];
    assign tag2 = branch2[62:36];
    assign target1 = branch1[35:4];
    assign target2 = branch2[35:4];
    assign state1 = branch1[3:2];
    assign state2 = branch2[3:2];
    assign check_branch1 = valid1 && (update_tag == tag1);    
    assign check_branch2 = valid2 && (update_tag == tag2);
    assign entry_exists = check_branch1 || check_branch2;
    assign current_LRU_write = LRU[update_index];
    assign insert_branch1 = entry_exists ? check_branch1 : current_LRU_write;
    assign insert_branch2 = entry_exists ? check_branch2 : !current_LRU_write;
    assign write_valid1 = valid1 || insert_branch1;
    assign write_valid2 = valid2 || insert_branch2;
    assign write_tag1 = insert_branch1 ? update_tag : tag1;
    assign write_tag2 = insert_branch2 ? update_tag : tag2;
    assign write_target1 = insert_branch1 ? update_target : target1;
    assign write_target2 = insert_branch2 ? update_target : target2;
    assign current_state_branch1 =  entry_exists ? state1 : 2'b00;
    assign current_state_branch2 =  entry_exists ? state2 : 2'b00;
    dynamic_branch_predictor fsm_branch1(
        .current_state(current_state_branch1),
        .mispredicted(mispredicted),
        .next_state(next_state_branch1)
    );
    dynamic_branch_predictor fsm_branch2(
        .current_state(current_state_branch2),
        .mispredicted(mispredicted),
        .next_state(next_state_branch2)
    );
    assign write_state1 = insert_branch1 ? next_state_branch1 : state1;
    assign write_state2 = insert_branch2 ? next_state_branch2 : state2;
    assign write_set = { write_valid1, write_tag1, write_target1, write_state1, 2'b00,
                         write_valid2, write_tag2, write_target2, write_state2, 2'b00};
    assign next_LRU_write = entry_exists ? current_LRU_write : insert_branch2;
endmodule
module dynamic_branch_predictor(
    input [1:0] current_state,
    input mispredicted,
    output reg [1:0] next_state
);
    always @(*) begin
        case (current_state)
            2'b00: next_state = mispredicted ? 2'b01  : 2'b00;
            2'b01:   next_state = mispredicted ? 2'b10    : 2'b00;
            2'b10:     next_state = mispredicted ? 2'b11      : 2'b10;
            2'b11:       next_state = mispredicted ? 2'b00: 2'b10;
            default:           next_state = current_state;
        endcase
    end
endmodule
module lru_next(
    input [2:0] index,
    input [2:0] update_index,
    input update_lru_read,
    input update_lru_write,
    input valid,
    input update,
    input [7:0] LRU,
    output reg [7:0] next_LRU
);
    reg [7:0] read_mask;
    reg [7:0] write_mask;
    reg [7:0] update_mask;
    reg [7:0] update_bits;
    always @* begin
        read_mask   = (8'b00000001 << index);
        write_mask  = (8'b00000001 << update_index);
        update_mask = read_mask | write_mask;
        update_bits = (update_lru_read  && valid  ? read_mask  : 8'b00000000)
                    | (update_lru_write && update ? write_mask : 8'b00000000);
        next_LRU = (LRU & ~update_mask) | update_bits;
    end
endmodule
module lru_reg(
    input clk,
    input rst,
    input [7:0] LRU_updated,
    output reg [7:0] LRU
);
    always @(posedge clk or posedge rst) begin
        if (rst) begin
            LRU <= 8'h00;  
        end else begin
            LRU <= LRU_updated;
        end
    end
endmodule
```
`/design/flow/run.sh`:
```
#!/bin/bash
# OpenROAD 26Q1-2900-gdf79404cd8, Yosys 0.63+post, stock flow scripts
make -C /OpenROAD-flow-scripts/flow DESIGN_CONFIG=/design/flow/config.mk WORK_HOME=/design/flow/orfs finish
```
==> results.sh <==
# source this file to load flow results
export IMPL_status="complete, no violations"
export IMPL_finalWirelength_um=148700
export IMPL_lay_top_count="edfxtp_1"
export IMPL_p_leak_nw=19.66
export IMPL_most_common_layout_cells="edfxtp_1 (992), mux4_2 (418), nand2_1 (220)"
export IMPL_dp_hpwl_um=88960
export IMPL_largest_area_cell="edfxtp_1"
export IMPL_cts_inserted_buffers=107
export IMPL_ys_seq_share_pct=62.74
export IMPL_die_area_um2=178000
export IMPL_top_area_share_pct=56.31
export IMPL_grt_pass1_wl_um=220800
export IMPL_post_drt_wl_per_cell_um=26.41
export IMPL_holdPathStages=2
export IMPL_power_density_nw_per_um2=111.5
export IMPL_root_buffer="clkbuf_16"
export IMPL_core_um2=174600
export IMPL_power_total_mw=6.747
export IMPL_avgSynthCellArea_um2=17.10
export IMPL_synth_ff_latch_count=1128
export IMPL_cts_sinks=1128
export IMPL_yosysUniqueCellTypes=65
export IMPL_cts_setup_buffers=0
export IMPL_cp_cell_sequence="buf_8 > buf_4 > buf_4 > buf_4 > mux4_2 > mux2i_1 > nor2_1 > a21oi_1 > xnor2_1 > nor4_1 > nand4_1 > nor4_4 > buf_4 > o2111ai_1 > o21ai_1 > clkdlybuf4s50_1"
export IMPL_rsz0062_at_grt="no"
export IMPL_placed_cell_area_um2=56760
export IMPL_p_seq_share_pct=51.4
export IMPL_clockPowerShare_pct=38.2
export IMPL_p_int_mw=5.120
export IMPL_tightest_slew_ns=0.9256
export IMPL_first_pass_iters=7
export IMPL_startpoint_type="input port"
export IMPL_design_area_um2=60500
export IMPL_ys_cells=3094
export IMPL_crit_top_cell="buf_4"
export IMPL_synthTopCellsByArea="edfxtp_1 (56%), mux4_2 (18%), dfrtp_1 (6.4%)"
export IMPL_ctsLongestPathBuffers=3
export IMPL_cts_tree="yes"
export IMPL_setup_viol=0
export IMPL_area_growth_pct=14.36
export IMPL_port_buffers=129
export IMPL_clk_latency_ns=0.72
export IMPL_swShare_pct=24.12
export IMPL_drv_cap=0
export IMPL_critical_path_class="input port to output port"
export IMPL_max_vdd_ir_drop_uv=91.15
export IMPL_r2r_cells=12
export IMPL_async_flop_share_pct=12.06
export IMPL_dp_cells=5419
export IMPL_stdcell_count=5629
export IMPL_period_used_pct=75.19
export IMPL_post_cts_resize_count=0
export IMPL_cpPeakStageDelay_ns=0.60
export IMPL_grt_overflow_total=0
export IMPL_period_needed_ns=12.48
export IMPL_layout_drive_gt1_share_pct=23.54
export IMPL_cts_hold_buf=0
export IMPL_crit_path_top_delay_cell="clkdlybuf4s50_1"
export IMPL_grt_pass1_vias=32940
export IMPL_tns_ns=0
export IMPL_finalHoldViolations=0
export IMPL_io_pins=134
export IMPL_crit_fanout=43
export IMPL_antenna_found_initial=12
export IMPL_slew_viol_final=0
export IMPL_holdWs_ns=0.5503
export IMPL_syn_inst=3094
export IMPL_combPwrFrac_pct=10.4
export IMPL_slew_headroom_pct=37.73
export IMPL_avgViaCountPerCell=5.364
export IMPL_drtAntennaViolNets=0
export IMPL_flop_cell="edfxtp_1"
export IMPL_vias=30200
export IMPL_fmax_mhz=80.11
export IMPL_drc=0
export IMPL_grt_max_degree=67
export IMPL_path_clk_slew_ns=0.06
export IMPL_ys_warn_count=5
export IMPL_crit_path_end_kind="output port"
export IMPL_critPathRequiredTime_ns=13.28
export IMPL_die_h_um=421.9
export IMPL_die_w_um=421.9
export IMPL_yosys_stat_area_um2=52900
export IMPL_hold_path_class="flop to flop"
export IMPL_edf_count=992
export IMPL_skew_ns=0.03124
export IMPL_grtUsageTotal_pct=17.85
export IMPL_drtIter0Drc=2026
export IMPL_warning_count=30
export IMPL_p_switching_mw=1.627
export IMPL_htree_levels=3
export IMPL_fp_util_pct=30.30
export IMPL_fp_row_count=153
export IMPL_critPathArrivalTime_ns=9.16
export IMPL_place_gp_congestion=0.9140
export IMPL_synth_area_um2=52900
==> routing by layer <==
layer  GRT usage, %  routed length, um  share of wire [%]
met4          5.315               5214                3.5
met3          9.579              17690                 12
met5         0.1075                 27              0.018
met1          21.48              52830                 36
met2          28.21              72920                 49
==> power by group through the flow <==
stage	Clock, mW	Sequential (mW)	Combinational (mW)
final	2.58	3.47	0.700
after global routing	2.72	3.49	0.749
after CTS	2.63	3.47	0.706
==> final timing paths <==
check / slack, ns / start / to
max: 4.12 / pc[2] / predictedTaken
min: 0.55 / lru_reg_inst.LRU[5] / lru_reg_inst.LRU[5]
max in group asynchronous: 12.31 / rst / reg_write_set[114]
max reg2reg: 11.89 / btb_file_inst.file[7][37] / reg_write_set[84]
min in group asynchronous: 3.15 / rst / reg_write_set[119]
min reg2reg: 0.55 / lru_reg_inst.LRU[5] / lru_reg_inst.LRU[5]
==> Yosys cell counts, types with 32 or more instances <==
cell       instances
xnor2_1           62
nand2_1          220
nor3_1            74
a2111oi_0         35
a211oi_1          42
buf_2             76
xor2_1            44
a21oi_1           79
mux2i_1          135
edfxtp_1         992
o21a_1            32
a31oi_1           39
mux2_2            41
mux2_1            34
mux4_2           418
dfrtp_1          136
o21ai_0           35
clkbuf_1          88
nor2b_1           73
nor2_1           134
==> stage by stage <==
stage | utilization (%) | setup WS, ns
after global placement | 32.51 | 4.022
after detailed placement | 32.51 | 4.017
after CTS | 34.64 | 4.035
after floorplan | - | 6.897
final | 34.65 | 4.118
after global routing | 34.65 | 3.849
==> worst max-delay path, delay by kind of cell <==
family                 cells  cell delay (ns)
AND-OR/OR-AND              3             0.80
XOR/XNOR                   1             0.10
buffers and inverters      6             2.81
multiplexers               2             0.70
AND/OR/NAND/NOR            4             1.29
==> logic make-up (layout without fill, tap and decap cells) <==
| family | after synthesis | after routing | synth area share [%] |
|---|---|---|---|
| compound gates | 382 | 382 | 4.898 |
| xor+xnor | 106 | 106 | 1.755 |
| buf+inv | 247 | 449 | 2.455 |
| other cells | 0 | 8 | 0 |
| flops | 1128 | 1128 | 62.74 |
| mux | 660 | 660 | 23.17 |
| simple gates | 571 | 571 | 4.974 |
==> area by class of cell <==
class	count	area [um2]
flip-flops and latches	1128	33190
multi-input cells	1719	18480
clock buffers	149	3048
clock inverters	53	666.9
diodes	8	20.02
well taps	2325	2909
inverters	20	87.58
repair buffers	227	2091
fillers	16260	114100
==> sequential cells by signal, indices dropped and copies added (netlist names) <==
| register | count |
|---|---|
| lru_reg_inst.LRU | 8 |
| reg_write_index | 3 |
| btb_file_inst.file | 992 |
| reg_write_set | 124 |
| reg_file_write | 1 |
Power and IR drop assume default switching activity.
